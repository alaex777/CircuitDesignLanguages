## /design/flow/config.mk

```make
export PLATFORM = sky130hd
export DESIGN_NAME = main
export DESIGN_NICKNAME = main
export VERILOG_FILES = /design/flow/design.v
export SDC_FILE = /design/flow/constraint.sdc
export NUM_CORES = 4
export LEC_CHECK = 1
export CORE_UTILIZATION = 30
```

## /design/flow/constraint.sdc

```tcl
current_design main

set clk_period 16.3
set clk_io_pct 0.2

create_clock -name clk0 -period $clk_period [get_ports {clk}]

set non_clock_inputs [all_inputs -no_clocks]
set_input_delay [expr $clk_period * $clk_io_pct] -clock clk0 $non_clock_inputs
set_output_delay [expr $clk_period * $clk_io_pct] -clock clk0 [all_outputs]
```

## /design/flow/design.v

```verilog
module main(in, op, apply, tail, valid, empty, clk, reset);
    parameter WIDTH = 8;
    parameter QUEUE_SIZE = 5;
    input clk, reset, apply;
    input [WIDTH - 1 : 0] in;
    input [2 : 0] op;
    output reg [WIDTH - 1 : 0] tail;
    output reg valid;
    output reg empty;
    reg [WIDTH - 1 : 0] queue [QUEUE_SIZE-1 : 0];
    reg [2 : 0] size;
    reg [WIDTH - 1 : 0] op1, op2;
    integer i;
    always @(posedge clk or posedge reset)
        if (reset) begin
            valid <= 1;
            empty <= 1;
            size <= 0;
        end
        else
            if (apply) begin
                if (op === 0) begin
                    if (size === 5) valid <= 0;
                    else begin
                        size <= size + 1;
                        queue[size] = in;
                        tail <= in;
                        empty <= 0;
                    end
                end
                else if (op === 1) begin
                    if (size === 0) valid <= 0;
                    else begin
                        for (i = 0; i < QUEUE_SIZE - 1; i = i + 1) begin
                            queue[i] <= queue[i+1];
                        end;
                        queue[size - 1] <= 8'bx;
                        if (size === 1) empty <= 1;
                        size <= size - 1;
                    end
                end
                else if (op === 2) begin
                    if (size < 2) valid <= 0;
                    else begin
                        for (i = 0; i < QUEUE_SIZE - 2; i = i + 1) begin
                            queue[i] <= queue[i+2];
                        end;
                        queue[size - 1] <= 8'bx;
                        queue[size - 2] <= queue[0] + queue[1];
                        size <= size - 1;
                        tail <= queue[0] + queue[1];
                    end
                end
                else if (op === 3) begin
                    if (size < 2) valid <= 0;
                    else begin
                        for (i = 0; i < QUEUE_SIZE - 2; i = i + 1) begin
                            queue[i] <= queue[i+2];
                        end;
                        queue[size - 1] <= 8'bx;
                        queue[size - 2] <= queue[0] * queue[1];
                        size <= size - 1;
                        tail <= queue[0] * queue[1];
                    end
                end
                else if (op === 4) begin
                    if (size < 2) valid <= 0;
                    else begin
                        for (i = 0; i < QUEUE_SIZE - 2; i = i + 1) begin
                            queue[i] <= queue[i+2];
                        end;
                        queue[size - 1] <= 8'bx;
                        queue[size - 2] <= queue[1] - queue[0];
                        size <= size - 1;
                        tail <= queue[1] - queue[0];
                    end
                end
                else if (op === 5) begin
                    if (size < 2) valid <= 0;
                    else begin
                        if (queue[0] === 0) valid <= 0;
                        else begin
                            for (i = 0; i < QUEUE_SIZE - 2; i = i + 1) begin
                                queue[i] <= queue[i+2];
                            end;
                            queue[size - 1] <= 8'bx;
                            queue[size - 2] <= queue[1] / queue[0];
                            size <= size - 1;
                            tail <= queue[1] / queue[0];
                        end
                    end
                end
                else if (op === 6) begin
                    if (size < 2) valid <= 0;
                    else begin
                        if (queue[0] === 0) valid <= 0;
                        else begin
                            for (i = 0; i < QUEUE_SIZE - 2; i = i + 1) begin
                                queue[i] <= queue[i+2];
                            end;
                            queue[size - 1] <= 8'bx;
                            queue[size - 2] <= queue[1] % queue[0];
                            size <= size - 1;
                            tail <= queue[1] % queue[0];
                        end
                    end
                end
                else begin
                    valid <= 0;
                end
            end
endmodule  
```

## /design/flow/run.sh

```bash
#!/bin/bash
# OpenROAD 26Q1-2900-gdf79404cd8, Yosys 0.63+post, stock flow scripts
make -C /OpenROAD-flow-scripts/flow DESIGN_CONFIG=/design/flow/config.mk WORK_HOME=/design/flow/orfs finish
```

==> impl_metrics.py <==
# Generated from Yosys and OpenROAD reports
metrics = {
    "outcome": {
        "status": "completed",
    },
    "clock_tree": {
        "post-cts-setup-buffers": 0,
        "htreeDepth": 2,
        "clockBufferDepth": 2,
        "cts_tree": "yes",
        "clk_latency_ns": 0.30,
        "cts_sinks": 53,
        "numCtsBuffers": 5,
        "cts-resized-gates": 0,
        "cts_root_buf": "clkbuf_16",
        "holdBufCountCts": 0,
        "clk_pin_slew_ns": 0.07,
    },
    "detailed_routing": {
        "n_antenna_cell": 0,
        "vias_per_cell": 5.75,
        "wire_per_inst_um": 18.8,
        "routed_wl_mm": 21.7,
        "postRouteAntennaNets": 0,
        "vias": 6638,
        "detail_route.iter0.violations": 662,
        "dr.pass1.iters": 5,
        "drcViolationCount": 0,
    },
    "worst_setup_path": {
        "required_ns": 16.42,
        "reg2reg_from": "queue[0][6]",
        "cp_max_fo": 11,
        "cp_common_cell": "ha_1",
        "critPathKind": "register to register",
        "startpoint": "queue[0][6]",
        "crit_slowest_cell": "a21oi_1",
        "arrival_ns": 13.45,
        "setup.worst_path.end_class": "register",
        "cp-start-kind": "register",
        "cpPeakStageDelay_ns": 0.72,
    },
    "die": {
        "coreArea_um2": 22600,
        "chipArea_um2": 23600,
        "ios": 24,
        "die_w_um": 154,
        "die_h_um": 154,
        "rows": 55,
        "initCoreUtil_pct": 30.5,
    },
    "grt": {
        "grt_pass1_vias": 6344,
        "antenna_found_initial": 0,
        "grt_usage_pct": 18.9,
        "grt_pass1_wl_mm": 34.5,
        "grt_start_max_net_pins": 58,
        "grt-ovfl-total": 0,
    },
    "timing": {
        "setup_viol": 0,
        "relSlewSlack_pct": 39.9,
        "tns_ns": 0,
        "whs_ns": 0.477,
        "finalHoldViolations": 0,
        "fin_ws_ns": 2.96,
        "slew_violations": 0,
        "rsz0062_at_grt": "no",
        "fmax_mhz": 75.0,
        "tightest_slew_ns": 0.901,
        "period_needed_ns": 13.34,
        "fin_skew_ns": 0.00742,
        "period_used_pct": 81.8,
    },
    "placed_design": {
        "place.port_buffers": 23,
        "dp_hpwl_mm": 15.9,
        "place_inst": 1147,
        "gp_congestion": 0.960,
        "dp_slack_ns": 3.23,
    },
    "synth": {
        "syn_avg_cell_area_um2": 8.01,
        "synth_cell_types": 77,
        "synthArstFlopShare_pct": 9.43,
        "yosysSeqAreaShare_pct": 22.8,
        "top_cell_area_share_pct": 20.9,
        "synth_chip_area_um2": 6890,
        "netlist_top_cells_area": "edfxtp_1 (21%), ha_1 (14%), a21oi_1 (5.7%), nand2_1 (5.3%), fa_1 (4.4%)",
        "syn-instance-count": 860,
        "yosysTopAreaCell": "edfxtp_1",
        "edf_count": 48,
        "syn_area_um2": 6890,
        "ys.flops": 53,
        "ff_type": "edfxtp_1",
        "yosys-stat-cells": 860,
        "yosys_warnings": 2,
    },
    "run": {
        "max_cap_violations": 0,
        "warnings": 40,
    },
    "final_layout": {
        "nFillCells": 2329,
        "instances_no_fill": 1155,
        "drive_above_1_share_pct": 5.86,
        "area_growth_syn_to_layout_pct": 10.5,
        "fin_util_pct": 33.8,
    },
    "worst_hold_path": {
        "min_from": "valid",
        "worstHoldPathType": "register to register",
    },
    "power_and_ir_drop": {
        "power_density_nw_per_um2": 152,
        "ir_drop_mv": 0.101,
        "p_leak_nw": 3.11,
    },
}
==> cell families (layout without fill, tap and decap cells) <==
kind of cell             after synthesis  in the layout  share of synthesized area, %
XOR/XNOR                              42             42                          5.34
adder cells (fa/ha/maj)               92             92                          18.3
multiplexers                           7              7                          1.18
AND/OR/NAND/NOR                      292            292                          20.0
flip-flops                            53             53                          22.8
buffers and inverters                 97            107                          5.41
AND-OR/OR-AND                        277            277                          27.0
==> area by class of cell <==
class | count | area, um2 | area share [%]
tap | 285 | 357 | 4.68
sequential | 53 | 1570 | 20.6
clock buffer | 6 | 129 | 1.69
clock inverter | 2 | 38.8 | 0.509
multi-input combinational | 710 | 4950 | 65.0
timing repair buffer | 39 | 345 | 4.53
inverter | 60 | 225 | 2.96
==> final timing paths <==
| check | slack, ns | depth (start not counted) | to |
|---|---|---|---|
| max in group asynchronous | 12.85 | 2 | empty |
| hold / removal | 0.48 | 1 | valid |
| hold reg to reg | 0.48 | 1 | valid |
| setup / recovery | 2.96 | 48 | queue[4][4] |
| min in group asynchronous | 3.21 | 2 | size[2] |
| setup reg to reg | 2.96 | 48 | queue[4][4] |
==> critical path: cells and delay by family (launching register included) <==
kind	cells	cell delay, ns
compound gates	26	6.70
simple gates	12	2.76
fa+ha+maj	7	2.32
flops	1	0.62
mux	1	0.41
buf+inv	2	0.30
==> registers in the layout, summed over array words and instances (netlist names) <==
name	flops
valid	1
tail	8
queue	40
empty	1
size	3
==> cell usage in the layout (no fill, tap or decap), types with 21 or more instances in the layout <==
master and n:
edfxtp_1 48, nor3_1 31, nand3_1 26, nor2_1 64, xnor2_1 31, a21oi_1 78
clkdlybuf4s50_1 22, ha_1 76, a31oi_1 21, o21ai_0 48, nand2_1 98, inv_1 59
==> synthesized netlist by cell type (all sizes together) (11+ instances only) <==
cell,number
o21ai,49
edfxtp,48
fa,15
nor2,64
ha,76
nand3,26
xor2,11
xnor2,31
inv,59
a21oi,79
and2,11
nor2b,14
o21a,14
a21o,13
a31oi,21
nand2,98
o211ai,11
clkbuf,32
nor3,32
==> per-layer routing <==
metal  track usage, %  wire, um
met5                0         0
met4             4.62       650
met3             3.04      1620
met2             29.5      9680
met1             28.1      9780
==> per-stage QoR <==
| stage | power, mW | cell area [um2] |
|---|---|---|
| after global routing | 1.25 | 7620 |
| after CTS | 1.15 | 7620 |
| after global placement | 1.02 | 7450 |
| after floorplan | 0.810 | 6890 |
| after detailed placement | 1.02 | 7450 |
| final | 1.16 | 7620 |
==> power breakdown <==
group / switching (mW) / internal, mW
Sequential: 0.0273 / 0.193
Combinational: 0.491 / 0.323
Clock: 0.0498 / 0.0729
Total: 0.568 / 0.589
No activity file was given, so power comes from the tool's default toggle rates.

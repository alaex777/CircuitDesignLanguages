===== flow/design.v =====
module datapath(
  x, y, s, b,
  s_en, s_step, s_sub, s_zero,
  y_en, y_select_next, y_upd,
  clk, rst
);
  input [7:0] x;
  output reg [7:0] y;
  output reg [2:0] s;
  output b;
  input s_en, s_sub, s_zero, y_en, y_upd;
  input [1:0] s_step, y_select_next;
  input clk, rst;
  wire [2:0] s_next;
  assign s_next =
    s_sub
    ? (s_zero ? 0 : s) - s_step
    : (s_zero ? 0 : s) + s_step;
  always @(posedge clk, posedge rst)
    if(rst) s <= 0;
    else
      if(s_en) s <= s_next;
  reg [7:0] y_next;
  always @*
    if(y_upd)
      case(y_select_next)
      0: y_next = y;
      1: y_next = y + s;
      2: y_next = y - s;
      3: y_next = y + 1;
      default: y_next = 1'sbx;
      endcase
    else
      y_next = x;
  always @(posedge clk, posedge rst)
    if(rst) y <= 0;
    else
      if(y_en) y <= y_next;
  assign b = y[s];
endmodule

===== flow/constraint.sdc =====
current_design datapath

set clk_period 3.6
set clk_io_pct 0.2

create_clock -name clk0 -period $clk_period [get_ports {clk}]

set non_clock_inputs [all_inputs -no_clocks]
set_input_delay [expr $clk_period * $clk_io_pct] -clock clk0 $non_clock_inputs
set_output_delay [expr $clk_period * $clk_io_pct] -clock clk0 [all_outputs]

===== flow/config.mk =====
export PLATFORM = sky130hd
export DESIGN_NAME = datapath
export DESIGN_NICKNAME = datapath
export VERILOG_FILES = /design/flow/design.v
export SDC_FILE = /design/flow/constraint.sdc
export NUM_CORES = 4
export LEC_CHECK = 1
export CORE_AREA = 10 10 85 85
export DIE_AREA = 0 0 95 95

===== flow/run.sh =====
#!/bin/bash
# OpenROAD 26Q1-2900-gdf79404cd8, Yosys 0.63+post, stock flow scripts
make -C /OpenROAD-flow-scripts/flow DESIGN_CONFIG=/design/flow/config.mk WORK_HOME=/design/flow/orfs finish

==> impl_metrics.py <==
# Flow results
metrics = {
    "run_status": {
        "outcome": "finished, final reports clean",
    },
    "placement": {
        "gp_congestion": 0.8880,
        "port_buffers": 30,
        "place_area_um2": 1425,
        "post-place-ws_ps": 528.8,
        "dp_hpwl_um": 2417,
    },
    "floorplanning": {
        "die-width_um": 95,
        "die-area_um2": 9025,
        "initCoreUtil": 0.1895,
        "io_pins": 31,
        "die_h_um": 95,
        "core_area_um2": 5473,
        "rows": 27,
    },
    "sta": {
        "slew_violations": 0,
        "setup_slack_ps": 734.8,
        "period_needed_ps": 2865,
        "fmax_ghz": 0.3490,
        "setup_tns_ps": 0,
        "min_period_over_period": 0.7959,
        "slew_headroom": 0.6831,
        "setup_viol_count_final": 0,
        "hold_violations": 0,
        "rsz0062_at_grt": "no",
        "clock_skew_ps": 2.744,
        "worst_pin_slew_ps": 474.8,
    },
    "logic_synthesis": {
        "avgSynthCellArea_um2": 8.644,
        "synth-edff-count": 0,
        "ys_chip_area_um2": 1037,
        "common_cells": "nand2_1, ha_1, dfrtp_1",
        "ys.flop_type": "dfrtp_1",
        "syn_inst": 120,
        "top_cells_by_area": "dfrtp_1, ha_1, nand2_1",
        "synthDominantCellAreaShare": 0.2654,
        "most_common_cell": "nand2_1",
        "ys_types": 34,
        "async_flop_share": 1.000,
        "synth_flops": 11,
        "synth_warnings": 1,
        "synth_area_leader_cell": "dfrtp_1",
        "yosysCellCount": 120,
        "netlist_area_um2": 1037,
        "ys_seq_frac": 0.2654,
    },
    "clock_tree": {
        "cts.sinks": 11,
        "htree_levels": 1,
        "cts_root_buf": "clkbuf_8",
        "clock_latency_ps": 240,
        "numCtsBuffers": 3,
        "ctsLongestPathBuffers": 2,
        "cts_resized": 0,
        "cts_tree": "done",
        "path_clk_slew_ps": 60,
        "cts_hold_buf": 0,
        "post_cts_buffers": 0,
    },
    "setup_path": {
        "reg2reg_depth": 11,
        "crit_start": "y_select_next[1]",
        "cp.buffers_inverters": 1,
        "r2r_end": "y[7]$_DFFE_PP0P_",
        "crit_top_cell": "a21oi_1",
        "cp.required_ps": 3760,
        "critical_path_class": "in2reg",
        "path_depth": 9,
        "timing.rr.start": "s[0]$_DFFE_PP0P_",
        "critPathCapture": "y[7]$_DFFE_PP0P_",
        "critPathMaxFanout": 6,
        "start_kind": "input pin",
        "max_stage_delay_ps": 590,
        "crit_path_top_delay_cell": "clkdlybuf4s50_1",
        "cp-end-kind": "register",
        "rrSetupSlack_ps": 810,
        "crit_chain": "clkdlybuf4s50_1 -> nand2b_2 -> o22ai_1 -> ha_1 -> a21oi_1 -> a21oi_1 -> o21a_1 -> or4_1 -> o211ai_1",
        "cp_top_family": "AND-OR/OR-AND gates",
        "cp.arrival_ps": 3030,
    },
    "grt": {
        "grt_pass1_vias": 984,
        "grt_pass1_wl_um": 4905,
        "grt_max_degree": 18,
        "antenna_found_initial": 0,
        "grt_overflow_total": 0,
        "track_usage": 0.06781,
    },
    "route": {
        "totalWireLength_um": 2940,
        "postRouteAntennaNets": 0,
        "vias": 937,
        "drt_iter0_drc": 28,
        "via_per_inst": 4.164,
        "wl_met3_um": 162,
        "top_layer": "met4",
        "drc": 0,
        "wl_met2_um": 1251,
        "wl_met1_um": 1510,
        "post_drt_wl_per_cell_um": 13.07,
        "dr.pass1.iters": 2,
        "insertedDiodeCount": 0,
    },
    "pwr": {
        "p_switching_w": 0.0002777,
        "pwr-share-comb": 0.530,
        "p_per_area_nw_per_um2": 498.7,
        "p_seq_frac": 0.289,
        "p_int_w": 0.0004555,
        "ir_drop_uv": 206.4,
        "leakagePower_nw": 0.6532,
        "power_w": 0.0007332,
        "clkPwrFrac": 0.181,
        "netSwitchingFraction": 0.3788,
    },
    "job": {
        "drv_cap": 0,
        "warning_count": 26,
    },
    "layout": {
        "syn2layout_area_growth_pct": 41.74,
        "drive_above_1_share": 0.09150,
        "fin_util": 0.2686,
        "design_area_um2": 1470,
    },
    "min_path": {
        "hp-class": "reg2reg",
    },
}
==> registers in the layout, summed over array words and instances (netlist names) <==
name,count
s,3
y,8
==> worst min-delay path, delay by kind of cell (launching register included) <==
family | cells | cell delay, ps
flip-flops | 1 | 410
AND/OR/NAND/NOR | 2 | 110
==> worst min path at each step <==
stage / slack [ps] / cells past startpoint / to / from
6_report: 550 / 2 / s[2]$_DFFE_PP0P_ / s[2]$_DFFE_PP0P_
5_1_grt: 590 / 2 / y[6]$_DFFE_PP0P_ / y[6]$_DFFE_PP0P_
4_1_cts: 550 / 2 / s[2]$_DFFE_PP0P_ / s[2]$_DFFE_PP0P_
==> metrics by stage <==
stage,std cells,hold WS (ps)
global route,225,587.1
CTS,225,554.3
finish,225,549.8
global placement,221,526.2
floorplan,120,472.7
detailed placement,221,539.7
==> power groups by stage <==
stage / clock network [W] / registers (W) / logic (W)
final: 0.000132 / 0.000212 / 0.000389
after CTS: 0.000135 / 0.000213 / 0.000399
after global routing: 0.000144 / 0.000220 / 0.000444
==> logic make-up (layout without fill, tap and decap cells) <==
| kind of cell | after synthesis | after routing | synth area share |
|---|---|---|---|
| and+or+nand+nor | 38 | 38 | 0.1677 |
| AOI/OAI and AO/OA | 34 | 34 | 0.2123 |
| adders and majority gates | 14 | 14 | 0.1834 |
| buffers and inverters | 12 | 45 | 0.04583 |
| DFF | 11 | 11 | 0.2654 |
| muxes | 7 | 7 | 0.09168 |
| xor gates and xnor gates | 4 | 4 | 0.03378 |
==> area by class of cell <==
| cell class | instances | area [um^2] |
|---|---|---|
| fillers | 593 | 4003 |
| multi-input cells | 97 | 714.4 |
| well taps | 72 | 90.09 |
| clock buffers | 4 | 45.04 |
| inverters | 10 | 37.54 |
| repair buffers | 31 | 307.8 |
| flip-flops and latches | 11 | 275.3 |
==> metal layers <==
metal | vias up | track usage
met3 | 2 | 0.02244
met5 | - | 0
met2 | 20 | 0.1018
met4 | 0 | 0.004988
li1 | 494 | -
met1 | 421 | 0.09688
==> cell usage in the layout (no fill, tap or decap), types with 2 or more instances in the layout <==
cell / instances
a211oi_1: 2
a21oi_1: 10
and3_1: 3
clkbuf_8: 3
clkdlybuf4s50_1: 30
dfrtp_1: 11
fa_1: 2
ha_1: 12
inv_1: 6
inv_2: 4
mux2i_1: 5
mux4_2: 2
nand2_1: 18
nand2b_1: 2
nor2_1: 8
nor3_1: 2
o211ai_1: 2
o21ai_0: 10
xnor2_1: 2
xor2_1: 2
Power figures rest on the tool's default switching activity, not on a simulated workload.
